$ cat design.v
module axi_memory_slave #(
    parameter ADDR_WIDTH = 32,
    parameter DATA_WIDTH = 64,
    parameter MEM_DEPTH  = 1024
)(
    input  wire                      clk,
    input  wire                      rst_n,
    input  wire                      s_axi_awvalid,
    output reg                       s_axi_awready,
    input  wire [ADDR_WIDTH-1:0]     s_axi_awaddr,
    input  wire                      s_axi_wvalid,
    output reg                       s_axi_wready,
    input  wire [DATA_WIDTH-1:0]     s_axi_wdata,
    input  wire [(DATA_WIDTH/8)-1:0] s_axi_wstrb,
    input  wire                      s_axi_wlast,
    output reg                       s_axi_bvalid,
    input  wire                      s_axi_bready,
    output reg [1:0]                 s_axi_bresp,
    input  wire                      s_axi_arvalid,
    output reg                       s_axi_arready,
    input  wire [ADDR_WIDTH-1:0]     s_axi_araddr,
    output reg                       s_axi_rvalid,
    input  wire                      s_axi_rready,
    output reg [DATA_WIDTH-1:0]      s_axi_rdata,
    output reg [1:0]                 s_axi_rresp,
    output reg                       s_axi_rlast
);
    localparam STRB_WIDTH = DATA_WIDTH / 8;
    reg [DATA_WIDTH-1:0] mem [0:MEM_DEPTH-1];
    wire [ADDR_WIDTH-1:0] wr_word_addr;
    wire [ADDR_WIDTH-1:0] rd_word_addr;
    assign wr_word_addr = s_axi_awaddr;
    assign rd_word_addr = s_axi_araddr;
    integer i;
    initial begin
        for(i = 0 ;i< MEM_DEPTH-1;i = i+1) begin
            mem[i] <= i;
        end
    end
    always @(posedge clk or negedge rst_n) begin
        if (!rst_n) begin
            s_axi_awready <= 0;
            s_axi_wready  <= 0;
            s_axi_bvalid  <= 0;
            s_axi_bresp   <= 2'b00;
        end else begin
            if (!s_axi_awready && s_axi_awvalid)
                s_axi_awready <= 1;
            else
                s_axi_awready <= 0;
            if (!s_axi_wready && s_axi_wvalid)
                s_axi_wready <= 1;
            else
                s_axi_wready <= 0;
            if (s_axi_wvalid && s_axi_wready) begin
                if (STRB_WIDTH >= 1 && s_axi_wstrb[0]) mem[wr_word_addr][7:0]   <= s_axi_wdata[7:0];
                if (STRB_WIDTH >= 2 && s_axi_wstrb[1]) mem[wr_word_addr][15:8]  <= s_axi_wdata[15:8];
                if (STRB_WIDTH >= 3 && s_axi_wstrb[2]) mem[wr_word_addr][23:16] <= s_axi_wdata[23:16];
                if (STRB_WIDTH >= 4 && s_axi_wstrb[3]) mem[wr_word_addr][31:24] <= s_axi_wdata[31:24];
                if (STRB_WIDTH >= 5 && s_axi_wstrb[4]) mem[wr_word_addr][39:32] <= s_axi_wdata[39:32];
                if (STRB_WIDTH >= 6 && s_axi_wstrb[5]) mem[wr_word_addr][47:40] <= s_axi_wdata[47:40];
                if (STRB_WIDTH >= 7 && s_axi_wstrb[6]) mem[wr_word_addr][55:48] <= s_axi_wdata[55:48];
                if (STRB_WIDTH >= 8 && s_axi_wstrb[7]) mem[wr_word_addr][63:56] <= s_axi_wdata[63:56];
                s_axi_bvalid <= 1;
                s_axi_bresp  <= 2'b00;  
            end
            if (s_axi_bvalid && s_axi_bready)
                s_axi_bvalid <= 0;
        end
    end
    always @(posedge clk or negedge rst_n) begin
        if (!rst_n) begin
            s_axi_arready <= 0;
            s_axi_rvalid  <= 0;
            s_axi_rdata   <= 0;
            s_axi_rresp   <= 2'b00;
            s_axi_rlast   <= 0;
        end else begin
            if (!s_axi_arready && s_axi_arvalid)
                s_axi_arready <= 1;
            else
                s_axi_arready <= 0;
            if (s_axi_arvalid && s_axi_arready) begin
                s_axi_rvalid <= 1;
                s_axi_rdata  <= mem[rd_word_addr];
                s_axi_rresp  <= 2'b00;
                s_axi_rlast  <= 1;
            end
            if (s_axi_rvalid && s_axi_rready) begin
                s_axi_rvalid <= 0;
                s_axi_rlast  <= 0;
            end
        end
    end
endmodule
module dma_axi_fsm #(
    parameter ADDR_WIDTH = 32,
    parameter DATA_WIDTH = 64,
    parameter BURST_LEN  = 16
)(
    input  wire                 clk,
    input  wire                 rst_n,
    input  wire                 dma_start,
    input  wire [ADDR_WIDTH-1:0] src_addr,
    input  wire [ADDR_WIDTH-1:0] dst_addr,
    input  wire [31:0]          transfer_size, 
    output reg                  m_axi_awvalid,
    input  wire                 m_axi_awready,
    output reg  [ADDR_WIDTH-1:0] m_axi_awaddr,
    output reg                  m_axi_wvalid,
    input  wire                 m_axi_wready,
    output reg  [DATA_WIDTH-1:0] m_axi_wdata,
    output reg  [(DATA_WIDTH/8)-1:0] m_axi_wstrb,
    output reg                  m_axi_wlast,
    input  wire                 m_axi_bvalid,
    input  wire [1:0]           m_axi_bresp,
    output reg                  m_axi_bready,
    output reg                  m_axi_arvalid,
    input  wire                 m_axi_arready,
    output reg  [ADDR_WIDTH-1:0] m_axi_araddr,
    input  wire                 m_axi_rvalid,
    output reg                  m_axi_rready,
    input  wire [DATA_WIDTH-1:0] m_axi_rdata,
    input  wire                 m_axi_rlast,
    output reg                  dma_done,
    output reg                  dma_error
);
    localparam  IDLE           = 3'd0,
                ARBITRATE      = 3'd1,
                READ_SETUP     = 3'd2,
                READ_TRANSFER  = 3'd3,
                WRITE_SETUP    = 3'd4,
                WRITE_TRANSFER = 3'd5,
                COMPLETE       = 3'd6;
    reg [2:0] state, next_state;
    reg [31:0] bytes_remaining;
    reg [ADDR_WIDTH-1:0] current_src;
    reg [ADDR_WIDTH-1:0] current_dst;
    always @(posedge clk or negedge rst_n) begin
        if (!rst_n) begin
            state <= IDLE;
        end else begin
            state <= next_state;
        end
    end
    always @(*) begin
        next_state = state;
        dma_done   = 0;
        dma_error  = 0;
        m_axi_awvalid = 0;
        m_axi_awaddr  = current_dst;
        m_axi_wvalid  = 0;
        m_axi_wdata   = m_axi_rdata;   
        m_axi_wstrb   = {(DATA_WIDTH/8){1'b1}};
        m_axi_wlast   = 0;
        m_axi_bready  = 1;
        m_axi_arvalid = 0;
        m_axi_araddr  = current_src;
        m_axi_rready  = 1;
        case (state)
            IDLE: begin
                if (dma_start)
                    next_state = ARBITRATE;
            end
            ARBITRATE: begin
                next_state = READ_SETUP;
            end
            READ_SETUP: begin
                m_axi_arvalid = 1;
                if (m_axi_arready)
                    next_state = READ_TRANSFER;
            end
            READ_TRANSFER: begin
                if (m_axi_rvalid) begin
                    next_state = WRITE_SETUP;
                end
            end
            WRITE_SETUP: begin
                m_axi_awvalid = 1;
                if (m_axi_awready)
                    next_state = WRITE_TRANSFER;
            end
            WRITE_TRANSFER: begin
                m_axi_wvalid = 1;
                m_axi_wlast  = (bytes_remaining <= (DATA_WIDTH/8));
                if (m_axi_wready) begin
                    if (bytes_remaining <= (DATA_WIDTH/8))
                        next_state = COMPLETE;
                    else
                        next_state = READ_SETUP;
                end
            end
            COMPLETE: begin
                dma_done = 1;
                if (!dma_start)
                    next_state = IDLE;
            end
            default: begin
                dma_error = 1;
                next_state = IDLE;
            end
        endcase
    end
    always @(posedge clk or negedge rst_n) begin
        if (!rst_n) begin
            bytes_remaining <= 0;
            current_src     <= 0;
            current_dst     <= 0;
        end else if (state == IDLE && dma_start) begin
            bytes_remaining <= transfer_size;
            current_src     <= src_addr;
            current_dst     <= dst_addr;
        end else if (state == WRITE_TRANSFER && m_axi_wready) begin
            bytes_remaining <= bytes_remaining - (DATA_WIDTH / 8);
            current_src     <= current_src + 1;
            current_dst     <= current_dst + 1;
        end
    end
endmodule
module dma_axi_top #(
    parameter ADDR_WIDTH = 32,
    parameter DATA_WIDTH = 64,
    parameter MEM_DEPTH  = 1024
)(
    input  wire                   clk,
    input  wire                   rst_n,
    input  wire                   dma_start,
    input  wire [ADDR_WIDTH-1:0]  src_addr,
    input  wire [ADDR_WIDTH-1:0]  dst_addr,
    input  wire [31:0]            transfer_size,
    output wire                   dma_done,
    output wire                   dma_error
);
    wire                        awvalid, awready;
    wire [ADDR_WIDTH-1:0]       awaddr;
    wire                        wvalid, wready;
    wire [DATA_WIDTH-1:0]       wdata;
    wire [(DATA_WIDTH/8)-1:0]   wstrb;
    wire                        wlast;
    wire                        bvalid, bready;
    wire [1:0]                  bresp;
    wire                        arvalid, arready;
    wire [ADDR_WIDTH-1:0]       araddr;
    wire                        rvalid, rready;
    wire [DATA_WIDTH-1:0]       rdata;
    wire                        rlast;
    dma_axi_fsm #(
        .ADDR_WIDTH(ADDR_WIDTH),
        .DATA_WIDTH(DATA_WIDTH)
    ) dma_inst (
        .clk(clk),
        .rst_n(rst_n),
        .dma_start(dma_start),
        .src_addr(src_addr),
        .dst_addr(dst_addr),
        .transfer_size(transfer_size),
        .dma_done(dma_done),
        .dma_error(dma_error),
        .m_axi_awvalid(awvalid),
        .m_axi_awready(awready),
        .m_axi_awaddr(awaddr),
        .m_axi_wvalid(wvalid),
        .m_axi_wready(wready),
        .m_axi_wdata(wdata),
        .m_axi_wstrb(wstrb),
        .m_axi_wlast(wlast),
        .m_axi_bvalid(bvalid),
        .m_axi_bresp(bresp),
        .m_axi_bready(bready),
        .m_axi_arvalid(arvalid),
        .m_axi_arready(arready),
        .m_axi_araddr(araddr),
        .m_axi_rvalid(rvalid),
        .m_axi_rready(rready),
        .m_axi_rdata(rdata),
        .m_axi_rlast(rlast)
    );
    axi_memory_slave #(
        .ADDR_WIDTH(ADDR_WIDTH),
        .DATA_WIDTH(DATA_WIDTH),
        .MEM_DEPTH(MEM_DEPTH)
    ) mem_inst (
        .clk(clk),
        .rst_n(rst_n),
        .s_axi_awvalid(awvalid),
        .s_axi_awready(awready),
        .s_axi_awaddr(awaddr),
        .s_axi_wvalid(wvalid),
        .s_axi_wready(wready),
        .s_axi_wdata(wdata),
        .s_axi_wstrb(wstrb),
        .s_axi_wlast(wlast),
        .s_axi_bvalid(bvalid),
        .s_axi_bready(bready),
        .s_axi_bresp(bresp),
        .s_axi_arvalid(arvalid),
        .s_axi_arready(arready),
        .s_axi_araddr(araddr),
        .s_axi_rvalid(rvalid),
        .s_axi_rready(rready),
        .s_axi_rdata(rdata),
        .s_axi_rresp(),      
        .s_axi_rlast(rlast)
    );
endmodule
$ cat run.sh
#!/bin/bash
# OpenROAD 26Q1-2900-gdf79404cd8, Yosys 0.63+post, stock flow scripts
make -C /OpenROAD-flow-scripts/flow DESIGN_CONFIG=/design/flow/config.mk WORK_HOME=/design/flow/orfs finish
$ cat config.mk
export PLATFORM = sky130hd
export DESIGN_NAME = dma_axi_top
export DESIGN_NICKNAME = dma_axi_top
export VERILOG_FILES = /design/flow/design.v
export SDC_FILE = /design/flow/constraint.sdc
export NUM_CORES = 4
export LEC_CHECK = 1
export CORE_UTILIZATION = 40
$ cat constraint.sdc
current_design dma_axi_top

set clk_period 4.0
set clk_io_pct 0.2

create_clock -name clk0 -period $clk_period [get_ports {clk}]

set non_clock_inputs [all_inputs -no_clocks]
set_input_delay [expr $clk_period * $clk_io_pct] -clock clk0 $non_clock_inputs
set_output_delay [expr $clk_period * $clk_io_pct] -clock clk0 [all_outputs]
==> results.py <==
# Metrics from the implementation run
metrics = {
    "status": {
        "status": "finished, final reports clean",
    },
    "critical_path": {
        "critPathMaxStageDelay_ns": 0.76,
        "cp.required_ns": 4.22,
        "crit_arrival_ns": 2.77,
        "r2r_slack_ns": 1.45,
        "worst_setup_path_start_kind": "flop",
        "crit_top_cell": "or4_1",
        "cp_cell_sequence": "or4_4, or4_1, or4_1, a31oi_1",
        "reg2reg_from": "dma_inst.bytes_remaining[12]",
        "reg2reg_depth": 4,
        "cp_top_family": "simple AND/OR/NAND/NOR gates",
        "r2r_end": "dma_inst.bytes_remaining[25]",
        "cp-end-kind": "flop",
        "path_buffers": 0,
        "cp_max_fo": 18,
        "crit_slowest_cell": "or4_1",
        "worstSetupPathType": "flop to flop",
    },
    "power": {
        "leakage_uw": 0.00102,
        "p_int_uw": 767,
        "power.density_nw_per_um2": 401,
        "vdd_drop_max_v": 0.000180,
        "p_sw_uw": 317,
        "finalPower_uw": 1080,
        "clkPwrFrac": 0.252,
        "comb_power_share": 0.194,
        "swShare": 0.292,
        "power_frac_seq": 0.555,
    },
    "run": {
        "openroad.warnings": 89,
        "max_cap_violations": 0,
    },
    "floorplanning": {
        "die_area_um2": 5780,
        "design.core.area_um2": 5200,
        "die_h_um": 76.0,
        "chipWidth_um": 76.0,
        "rows": 26,
        "ios": 101,
        "initCoreUtil": 0.421,
    },
    "clocking": {
        "cts_setup_buffers": 0,
        "htreeDepth": 2,
        "cts_buffer_depth": 2,
        "clk_latency_ns": 0.30,
        "cts_tree": "done",
        "cts.sinks": 43,
        "hold_buffers": 0,
        "clockRootBuffer": "clkbuf_8",
        "cts_buffers": 5,
        "cts_repair_resize_count": 0,
        "path_clk_slew_ns": 0.08,
    },
    "final_timing": {
        "max_slew_margin": 0.578,
        "finalCritPeriodShare": 0.638,
        "hold_viol": 0,
        "finalSetupViolCount": 0,
        "rsz0062_at_grt": "no",
        "period_minus_slack_ns": 2.55,
        "fin_ws_ns": 1.45,
        "drv_slew": 0,
        "fin_hold_ws_ns": 0.448,
        "skew_ns": 0.00708,
        "fin_setup_tns_ns": 0,
        "clock.fmax_mhz": 392,
        "max_slew.worst_pin.slew_ns": 0.627,
    },
    "drt": {
        "wl_per_cell_um": 13.6,
        "routed_wl_um": 4670,
        "diodes": 0,
        "dr.pass1.iters": 4,
        "viasPerCell": 5.23,
        "drc": 0,
        "num_vias": 1798,
        "first_iter_violations": 96,
        "route.antenna.remaining_nets": 0,
    },
    "cells_and_area": {
        "area_growth_pct": 23.4,
        "fin_util": 0.520,
        "drive_gt1_frac": 0.0730,
        "fill_cells": 483,
    },
    "synthesis": {
        "synth-edff-count": 0,
        "ys_top_cells_by_area": "dfrtp_1 48%, nand2_1 4.8%, or4_1 4.8%",
        "yosys_warnings": 3,
        "yosys.area.top_type": "dfrtp_1",
        "synth_seq_share": 0.491,
        "synthFlopType": "dfrtp_1",
        "synth_top_area_share": 0.479,
        "syn_inst": 238,
        "avgSynthCellArea_um2": 9.21,
        "synth_area_um2": 2190,
        "ys.flops": 43,
        "yosys.cell_types.count": 36,
        "async_flop_share": 1.00,
        "yosysCellCount": 238,
        "ys_area_um2": 2190,
    },
    "place": {
        "post-place-ws_ns": 1.31,
        "io_buffers": 36,
        "gp_congestion": 0.805,
        "dp_hpwl_um": 2960,
    },
    "min_path": {
        "hold_path.class": "flop to flop",
        "whs_path_depth": 1,
        "holdPathEnd": "mem_inst.s_axi_arready",
        "hold_start": "mem_inst.s_axi_arready",
    },
    "global_routing": {
        "overflow": 0,
        "grt_max_degree": 44,
        "track_usage": 0.180,
        "grt_pass1_wl_um": 8220,
        "grt_pass1_vias": 1753,
        "antenna_found_initial": 0,
    },
}
[registers in the layout, indices dropped and copies added (netlist names)]
register / flops
dma_inst.state: 7
dma_inst.bytes_remaining: 32
mem_inst.s_axi_arready: 1
mem_inst.s_axi_awready: 1
mem_inst.s_axi_wready: 1
mem_inst.s_axi_rvalid: 1
[power by group through the flow]
stage                 Sequential (uW)  Combinational (uW)  Clock (uW)
after CTS                         601                 214         283
after global routing              615                 239         302
final                             601                 210         273
[worst max path at each step]
stage | start | to | slack [ns] | cells past startpoint
finish | dma_inst.bytes_remaining[12] | dma_inst.bytes_remaining[25] | 1.45 | 4
global route | dma_inst.bytes_remaining[6] | dma_inst.bytes_remaining[24] | 1.27 | 4
CTS | dma_inst.bytes_remaining[12] | dma_inst.bytes_remaining[30] | 1.44 | 4
[stage by stage]
| stage | instances | instance area [um^2] |
|---|---|---|
| after floorplan | 238 | 2190 |
| after global placement | 336 | 2620 |
| after detailed placement | 336 | 2620 |
| after CTS | 344 | 2710 |
| after global routing | 344 | 2710 |
| final | 344 | 2710 |
[layout by cell type (no fill, tap or decap), types with 3 or more instances in the layout]
cell,n
or2_2,3
or3_1,8
nor2_1,23
nand2_1,28
or4_1,14
nor4_1,3
clkdlybuf4s50_1,35
a21oi_1,3
xor2_1,3
xnor2_1,6
nor3_1,8
o211ai_1,3
nand3_1,6
nand4_1,3
o21ai_0,14
inv_1,5
nor2b_1,4
o31ai_1,11
clkbuf_8,5
buf_4,5
a31oi_1,16
dfrtp_1,42
and3_1,4
[logic make-up after synthesis]
group                    Yosys count  share of synthesized area
AND-OR/OR-AND                     54                      0.160
XOR/XNOR                           9                     0.0360
adder cells (fa/ha/maj)            1                    0.00571
buffers and inverters             18                     0.0325
flip-flops                        43                      0.491
AND/OR/NAND/NOR                  113                      0.275
[worst register-to-register path: stages, from the launching register on]
cell     delay (ns)
dfrtp_1        0.42
or4_4          0.55
or4_1          0.76
or4_1          0.57
a31oi_1        0.17
[cell usage after synthesis, drive strengths merged, types with 2 or more instances]
| cell | number |
|---|---|
| inv | 5 |
| nand4 | 3 |
| xor2 | 3 |
| nor3 | 8 |
| xnor2 | 6 |
| nand3 | 6 |
| o31a | 2 |
| dfrtp | 42 |
| or2 | 4 |
| a21oi | 3 |
| nor4 | 3 |
| o21ai | 14 |
| nor2 | 23 |
| nor2b | 4 |
| a31oi | 16 |
| or3 | 9 |
| buf | 4 |
| o41ai | 2 |
| and3 | 4 |
| o31ai | 11 |
| o211ai | 3 |
| a21o | 2 |
| nand2 | 28 |
| nand4b | 2 |
| or4 | 16 |
| clkbuf | 9 |
[final cells by class]
type / count / area, um^2 / area share
timing repair buffer: 41 / 393 / 0.145
inverter: 5 / 18.8 / 0.00694
sequential: 43 / 1080 / 0.398
tap: 70 / 87.6 / 0.0324
clock inverter: 2 / 12.5 / 0.00463
multi-input combinational: 177 / 1040 / 0.386
clock buffer: 6 / 72.6 / 0.0268
[routing by layer]
metal | vias up | track usage | routed length (um)
met3 | 4 | 0.0341 | 173
met5 | - | 0 | 0
li1 | 949 | - | -
met4 | 0 | 0.0192 | 46
met1 | 817 | 0.292 | 2440
met2 | 28 | 0.271 | 2000
Power figures rest on the tool's default switching activity, not on a simulated workload.
